==> /design/flow/design.v <==
module binary_counter_4_par_load (
	output reg [3:0] A_count,
	output C_out,
	input [3:0] data_in,
	input count, load, clk, clear_b
);
	assign C_out = count && (~load) && (A_count == 4'b1111);
	always @ (posedge clk, negedge clear_b)
		if(!clear_b)	A_count <= 4'b0000;
		else if (load)	A_count <= data_in;
		else if (count)	A_count <= A_count + 1'b1;
		else			A_count <= A_count;
endmodule	
==> /design/flow/run.sh <==
#!/bin/bash
# OpenROAD 26Q1-2900-gdf79404cd8, Yosys 0.63+post, stock flow scripts
make -C /OpenROAD-flow-scripts/flow DESIGN_CONFIG=/design/flow/config.mk WORK_HOME=/design/flow/orfs finish
==> /design/flow/config.mk <==
export PLATFORM = sky130hd
export DESIGN_NAME = binary_counter_4_par_load
export DESIGN_NICKNAME = binary_counter_4_par_load
export VERILOG_FILES = /design/flow/design.v
export SDC_FILE = /design/flow/constraint.sdc
export NUM_CORES = 4
export LEC_CHECK = 1
export CORE_AREA = 10 10 70 70
export DIE_AREA = 0 0 80 80
==> /design/flow/constraint.sdc <==
current_design binary_counter_4_par_load

set clk_period 1.5
set clk_io_pct 0.2

create_clock -name clk0 -period $clk_period [get_ports {clk}]

set non_clock_inputs [all_inputs -no_clocks]
set_input_delay [expr $clk_period * $clk_io_pct] -clock clk0 $non_clock_inputs
set_output_delay [expr $clk_period * $clk_io_pct] -clock clk0 [all_outputs]
==> results_slide.txt <==
Key Metrics from the Run

Outcome
  – Status: finished clean

Timing
  – Slew @ Worst Pin: 0.186 ns
  – Hold violation count in the final report: 0
  – Setup TNS: 0 ns
  – Tcrit/Tclk final: 97.1%
  – Slew Viols, Final: 0
  – Peak Freq: 687 MHz
  – Rel. slew slack: 87.6%
  – Final setup violating endpoints: 0
  – Post-layout min period: 1.46 ns
  – RSZ-0062 raised after global routing: false
  – Setup Skew: 0.000334 ns

Clock tree
  – TritonCTS clock tree: built
  – H-tree levels: 1
  – Root Buffer: clkbuf_4
  – Clock-pin slew on the worst setup and hold paths: 0.04 ns
  – Clock buffer depth: 2
  – CTS buffer count: 3
  – CTS Hold Bufs: 0
  – Clock sink count: 4
  – Insertion Delay late pin: 0.24 ns

Finish
  – Most instantiated logic cell after routing: buf_4
  – Biggest register: A_count
  – Layout cells sized above 1: 41.3%
  – Most instantiated logic cells after routing: 9 x buf_4, 8 x clkdlybuf4s50_1, 4 x dfrtp_1, 4 x nand2_1, 3 x clkbuf_4
  – Area grow syn2layout: 135%
  – Biggest regs: A_count (4)
  – Largest register FFs: 4
  – Final Core Density: 14.8%

Synth
  – Mapped Cells: 21
  – Post-Syn Area: 215 um2
  – Max-area cell share: 46.5%
  – Ys Warns: 1
  – Avg Cell Area, Syn: 10.2 um2
  – Number of cells in Yosys stat: 21
  – Yosys-reported design area after synthesis: 215 um2
  – Synth area leaders: dfrtp_1 47%, nand2_1 8.7%, xnor2_1 8.1%
  – Biggest area consumer among synthesized cells: dfrtp_1
  – Register share after synthesis: 46.5%
  – Cell Type Count: 12
  – Yosys reg bits: 4

Routing
  – Residual DRC: 0
  – Routed WL: 832 um
  – Antenna Nets Post-Route: 0
  – Starting DRT DRC Count: 2
  – Vias: 237
  – Average wire per standard cell: 9.04 um
  – Antenna diode count: 0
  – TritonRoute pass-1 iters: 2
  – Vias/cell: 2.58

Floorplanning
  – Num ports: 13
  – Row cnt: 21
  – Chip height: 80 um
  – CORE AREA: 0.00342 mm2
  – DIE AREA: 0.00640 mm2
  – Initial core utilization: 6.30%
  – Die extent in x: 80 um

Critical path
  – Worst EP arrival: 1.16 ns
  – CP Capture Type: output pin
  – CP max stage delay: 0.46 ns
  – Cell Chain, Critical Path: buf_4, clkdlybuf4s50_1
  – Startpoint types: flip-flop
  – Crit path max-delay cell type: clkdlybuf4s50_1
  – Req. time, crit path: 1.20 ns
  – Flop-to-flop setup slack: 0.25 ns
  – Crit path kind: reg -> out
  – Crit Path Max Fanout: 3

Global route
  – Initial antenna violation count: 0
  – Vias in the first global route: 269
  – Global-route wire length before repair: 1350 um
  – Largest net degree at the start of global routing: 8
  – GR Util All Layers: 2.76%
  – GRT Residual Overflow: 0

Pwr
  – Peak VDD IR: 0.000124 V
  – Leakage: 0.231 nW
  – Pwr dens: 819 mW/mm2
  – Overall power: 0.414 mW

Placed design
  – Final GP Congestion: 0.725
  – Port-buffer cells: 12
  – Final HPWL DP: 692 um

Flow run
  – Max_cap viols: 0
  – Tool warning count: 25

Min path
  – Hold/Removal Path Class: in -> async
[stage by stage]
| step | cell area (um2) | cells | setup slack (ns) | hold WS, ns |
|---|---|---|---|---|
| 2_1_floorplan | 215 | 21 | 0.500 | 0.00441 |
| 3_3_place_gp | 434 | 84 | -0.364 | 0.521 |
| 3_5_place_dp | 434 | 84 | -0.356 | 0.519 |
| 4_1_cts | 468 | 88 | 0.00135 | 0.266 |
| 5_1_grt | 505 | 92 | 0.000522 | 0.266 |
| 6_report | 505 | 92 | 0.0440 | 0.267 |
[logic make-up (layout without fill, tap and decap cells)]
kind of cell	after synthesis	after routing	share of synthesized area, %
buffers and inverters	1	26	1.74
and+or+nand+nor	7	7	16.9
AOI/OAI and AO/OA	3	3	6.97
adders and majority gates	1	1	5.81
DFF	4	4	46.5
xor gates and xnor gates	3	3	12.2
muxes	2	2	9.88
[final timing paths]
path                                             start                     end  cells past startpoint
max in group asynchronous                      clear_b  A_count[2]$_DFFE_PN0P_                      1
worst max register to register  A_count[0]$_DFFE_PN0P_  A_count[3]$_DFFE_PN0P_                      6
worst min register to register  A_count[3]$_DFFE_PN0P_  A_count[3]$_DFFE_PN0P_                      2
worst max-delay path            A_count[2]$_DFFE_PN0P_              A_count[2]                      2
worst min-delay path                           clear_b  A_count[1]$_DFFE_PN0P_                      1
min in group clk0                           data_in[1]  A_count[1]$_DFFE_PN0P_                      3
[per-layer routing]
layer  vias to the layer above  part of all wire, %  GRT usage, %
met2                         4                   67          5.86
met1                       109                   26          2.00
met5                         -                    0             0
li1                        121                    -             -
met4                         0                  3.2          1.06
met3                         3                  3.4          1.14
[power by group]
group | total [mW] | internal [mW] | switching, mW
Sequential | 0.134 | 0.123 | 0.0110
Clock | 0.135 | 0.0896 | 0.0452
Combinational | 0.145 | 0.101 | 0.0445
[synth_stat cells]
master / count
mux2_2: 1
nand4_2: 1
nor3_1: 1
ha_1: 1
xor2_1: 1
nand2_1: 5
mux2i_1: 1
clkbuf_1: 1
xnor2_1: 2
dfrtp_1: 4
o21ai_0: 2
o21ai_1: 1
[cell type report]
class,count,area [um2]
tap,46,57.6
fill,399,2910
sequential,4,100
timing repair buffer,23,209
multi-input combinational,16,116
clock buffer,3,22.5
[critical path, delay by kind of cell, from the launching register on]
kind     cells  cell delay (ns)
buf+inv      2             0.59
flops        1             0.33
[timing repair]
| action | in CTS | in global routing |
|---|---|---|
| hold endpoints to repair | 0 | 0 |
| endpoints found under the setup margin | 2 | 4 |
| buffers inserted | 1 | 4 |
| pin swaps | 1 | 1 |
| gates resized | 4 | 6 |
Power is estimated from default activity; no workload was simulated.
